<file path="./run.sh">
#!/bin/bash
# OpenROAD 26Q1-2900-gdf79404cd8, Yosys 0.63+post, stock flow scripts
make -C /OpenROAD-flow-scripts/flow DESIGN_CONFIG=/design/flow/config.mk WORK_HOME=/design/flow/orfs finish
</file>
<file path="./config.mk">
export PLATFORM = sky130hd
export DESIGN_NAME = flasher_md
export DESIGN_NICKNAME = flasher_md
export VERILOG_FILES = /design/flow/design.v
export SDC_FILE = /design/flow/constraint.sdc
export NUM_CORES = 4
export LEC_CHECK = 1
export CORE_UTILIZATION = 40
</file>
<file path="./constraint.sdc">
current_design flasher_md

set clk_period 3.2
set clk_io_pct 0.2

create_clock -name clk0 -period $clk_period [get_ports {clk}]

set non_clock_inputs [all_inputs -no_clocks]
set_input_delay [expr $clk_period * $clk_io_pct] -clock clk0 $non_clock_inputs
set_output_delay [expr $clk_period * $clk_io_pct] -clock clk0 [all_outputs]
</file>
<file path="./design.v">
module flasher_md
(addr, dat, ce_lo, ce_hi, oe, we_lo, we_hi, as, tim, hrst, mrst, cas, dtak, cart, mclk, fdat, txe, rxf, fwr, frd, rst, clk, led);
	output reg[22:0]addr;
	inout [15:0]dat;
	output ce_lo, ce_hi, we_hi, as, tim, hrst, mrst, cas, dtak, mclk;
	output reg oe, we_lo;
	input cart;
	inout [7:0]fdat;
	input rxf, txe;
	output reg frd, fwr;
	input rst, clk;
	output led;
	parameter DEV_ID = 7'h01;
	parameter PAR_INC = 7;
	parameter PAR_SINGLE = 6;
	parameter PAR_ID_RD = 5;
	parameter PAR_MODE8 = 4;
	assign hrst = !rst_st ? 0 : 1'bz;
	assign mrst = !rst_st ? 0 : 1'bz;
	assign cas = 1'bz;
	assign dtak = addr[22:21] == 0 & !as ? 0 : 1'bz;
	assign as = !oe | !we_lo ? 0 : 1; 
	wire w_clk = clk_dom[2];
	reg [3:0]clk_dom;
	always @(negedge clk)clk_dom <= clk_dom + 1;
	reg [3:0]ret;
	reg [7:0]cmd;
	reg [15:0]len;
	reg [15:0]dat_buff;
	reg rxf_st, txe_st;
	reg exec;
	reg [3:0]state;
	assign fdat[7:0] = !frd ? 8'hzz : cmd[PAR_ID_RD] ? {cart, DEV_ID} : cmd[PAR_MODE8] ? dat_buff[7:0] : dat_buff[15:8];
	wire bus_act = !oe | !oe_st | !we_lo | !we_lo_st ? 1 : 0;
	wire ce = bus_act ? addr[22] : 1;
	assign ce_lo = ce ? 1 : !cart ? addr[21] : !addr[21];
	assign ce_hi = ce;
	reg rst_st;
	assign led = exec;
	assign mclk = w_clk;
	assign tim = addr[22:7] == 16'hA130 & !as ? 0 : 1;
	assign we_hi = we_lo;
	assign dat[15:0] =  !we_int | !we_lo | !we_lo_st ? dat_buff[15:0] : 16'hzzzz;
	reg we_lo_st;
	reg we_int;
	reg frd_st;
	reg oe_st;
	reg [2:0]delay;
	reg [2:0]delay_val;
	reg unlock;
	always @(posedge w_clk)
	if(delay[2:0] != 0)delay <= delay - 1;
		else
	begin
		rst_st <= rst;
		rxf_st <= !rxf;
		txe_st <= !txe;
		if(frd == 0)frd <= 1;
		if(fwr == 0)fwr <= 1;
		if(oe == 0)oe <= 1;
		if(we_lo == 0)we_lo <= 1;
		if(!exec)we_int <= 1;
		if(!exec)state <= 0;
		if(unlock == 0 & cmd[7:0] == 8'h62 & exec)unlock <= 1;
			else
		if(unlock == 0 & exec)exec <= 0;
			else
		if(cmd[3:0] > 5 & exec)exec <= 0;
		if(!frd)dat_buff[15:0] <= cmd[PAR_MODE8] ? {8'h00, fdat[7:0]} : {dat_buff[7:0], fdat[7:0]};
		if(!oe)dat_buff[15:0] <= dat[15:0];
		we_lo_st <= we_lo;
		oe_st <= oe;
		delay[2:0] <= delay_val[2:0];
		if(!rst_st)
		begin
			exec <= 0;
			unlock <= 0;
		end
			else
		if(!exec & frd == 0)
		begin
			cmd <= fdat;
			exec <= 1;
		end
		if(!exec & frd == 1)frd <= rxf;	
		if(exec & cmd[3:0] == 0 & frd == 1)frd <= rxf;
		if(exec & cmd[3:0] == 0 & frd == 0)
		begin
			addr[22:0] <= {addr[14:0], fdat[7:0]};
			exec <= 0;
		end
		if(exec & cmd[3:0] == 1 & frd == 1)frd <= rxf;
		if(exec & cmd[3:0] == 1 & frd == 0)
		begin
			len[15:0] <= {len[7:0], fdat[7:0]};
			exec <= 0;
		end
		if(exec & cmd[3:0] == 2)
		case(state)
			0:begin
				oe <= 0;
				state <= state + 1;
			end
			1:begin
				len <= len - 1;
				state <= state + 1;
			end
			2:begin
				if(fwr)fwr <= txe;
				if(!fwr)state <= cmd[PAR_MODE8] ? state + 3 : state + 1;
			end
			3:begin
				dat_buff[15:8] <= dat_buff[7:0];
				state <= state + 1;
			end
			4:begin
				if(fwr)fwr <= txe;
				if(!fwr)state <= state + 1;
			end
			5:begin
				if(cmd[PAR_INC])addr <= addr + 1;
				if(len == 0 | cmd[PAR_SINGLE])exec <= 0;
				state <= 0;
			end
		endcase
		if(exec & cmd[3:0] == 3)
		case(state)
			0:begin
				if(frd)frd <= rxf;
				if(!frd)state <= cmd[PAR_MODE8] ? state + 2 : state + 1;
			end
			1:begin
				if(frd)frd <= rxf;
				if(!frd)state <= state + 1;
			end
			2:begin
				len <= len - 1;
				we_int <= 0;
				state <= state + 1;
			end
			3:begin
				we_lo <= 0;
				state <= state + 1;
			end
			4:begin
				state <= state + 1;
				we_int <= 1;
			end
			5:begin
				if(cmd[PAR_INC])addr <= addr + 1;
				if(len == 0 | cmd[PAR_SINGLE])exec <= 0;
				state <= 0;
			end
		endcase
		if(exec & cmd[3:0] == 4)
		case(state)
			0:begin
				oe <= 0;
				state <= state + 1;
			end
			1:begin
				oe <= 1;
				state <= state + 1;
			end
			2:begin
				if(oe == 1)oe <= 0;
				if(oe == 0 & dat == dat_buff)exec <= 0;
			end
		endcase
		if(exec & cmd[3:0] == 5 & frd == 1)frd <= rxf;
		if(exec & cmd[3:0] == 5 & frd == 0)
		begin
			delay_val[2:0] <= fdat[2:0];
			exec <= 0;
		end
	end
endmodule 
</file>
==> impl_metrics.json <==
{
  "yosys-stat-area_um2": 5290,
  "cts_made_buffers": 3,
  "clockBufferDepth": 2,
  "port-buffer-count": 38,
  "die_w_um": 117,
  "yosysWarningCount": 7,
  "post-dp-hpwl_um": 9357,
  "postCtsHoldBufs": 0,
  "rows": 41,
  "cts_resized": 1,
  "cts_htree_levels": 1,
  "top_area_cell": "edfxtp_1",
  "dieHeight_um": 117,
  "cts_root_buf": "clkbuf_16",
  "unclocked_pins": 82,
  "edf_count": 79,
  "postCtsSetupRepairBufs": 1,
  "top_cell": "edfxtp_1",
  "ys_ff": 85,
  "stop_stage": "clock tree synthesis",
  "synthTopCellsByArea": "edfxtp_1 (45%), nor2_1 (5.0%), a21oi_1 (3.3%)",
  "ys_cells": 529,
  "pin_count": 67,
  "top_cell_area_share_pct": 44.84,
  "synth_area_per_cell_um2": 10.00,
  "place_inst": 713,
  "yosys.stat.seqShare_pct": 47.11,
  "ys_async_sr_fraction_pct": 0,
  "netlist_area_um2": 5290,
  "syn-instance-count": 529,
  "untimed_endpoints": 209,
  "synth_cell_type_count": 76,
  "status": "stopped before the end",
  "error_line": "[error] [KeplerFormal.cpp:679] Workflow failed: Iso has multiple drivers: .fdat0, _595_.X0",
  "place_congestion": 0.9064,
  "floorplan.core_util_pct": 41.41,
  "ys.flop_type": "edfxtp_1",
  "yosys-top-cells-count": "edfxtp_1 (79), nor2_1 (71), a21oi_1 (35)"
}
-- stage by stage --
stage | instance area [um^2] | setup slack, ps
detailed placement | 5761 | 199.1
global placement | 5761 | 204.9
floorplan | 5303 | 144.7
-- kinds of logic after synthesis --
group                    after synthesis  share of synthesized area (%)
other                                  1                        0.07089
buffers and inverters                 54                          5.203
AND/OR/NAND/NOR                      216                          21.67
XOR/XNOR                               4                         0.6624
adder cells (fa/ha/maj)               12                          2.838
flip-flops                            85                          47.11
multiplexers                          11                          2.129
AND-OR/OR-AND                        146                          20.32
